==> design/flow/design.v <==
module digital_safe_lock (
    input wire clk,
    input wire reset,     
    input wire enter,     
    input wire bit_in,   
    output reg unlocked,  
    output reg [7:0] seg, 
    output reg [3:0] digit 
);
    localparam S0 = 3'd0,
               S1 = 3'd1,
               S2 = 3'd2,
               S3 = 3'd3,
               S4 = 3'd4,
               ERROR = 3'd5;
    reg [2:0] state, next_state;
    reg [24:0] clkdiv = 0;
    wire slow_clk = clkdiv[15];
    always @(posedge clk) clkdiv <= clkdiv + 1;
    reg enter_d, enter_dd;
    always @(posedge slow_clk) begin
        enter_d <= enter;
        enter_dd <= enter_d;
    end
    wire enter_clean = enter_d & ~enter_dd;
    always @(posedge slow_clk or posedge reset) begin
        if (reset)
            state <= S0;
        else if (enter_clean)
            state <= next_state;
    end
    always @(*) begin
        next_state = S0;
        unlocked = 0;
        case (state)
            S0: next_state = (bit_in == 1) ? S1 : ERROR;
            S1: next_state = (bit_in == 0) ? S2 : ERROR;
            S2: next_state = (bit_in == 1) ? S3 : ERROR;
            S3: next_state = (bit_in == 1) ? S4 : ERROR;
            S4: begin
                unlocked = 1;
                next_state = S0;
            end
            ERROR: next_state = S0;
        endcase
    end
    always @(*) begin
        digit = 4'b1110; 
        case (state)
            S0:     seg = 8'b11000000; 
            S1:     seg = 8'b11111001; 
            S2:     seg = 8'b10100100; 
            S3:     seg = 8'b10110000; 
            S4:     seg = 8'b10011001; 
            ERROR:  seg = 8'b10000110; 
            default:seg = 8'b11111111; 
        endcase
    end
endmodule
==> design/flow/run.sh <==
#!/bin/bash
# OpenROAD 26Q1-2900-gdf79404cd8, Yosys 0.63+post, stock flow scripts
make -C /OpenROAD-flow-scripts/flow DESIGN_CONFIG=/design/flow/config.mk WORK_HOME=/design/flow/orfs finish
==> design/flow/config.mk <==
export PLATFORM = sky130hd
export DESIGN_NAME = digital_safe_lock
export DESIGN_NICKNAME = digital_safe_lock
export VERILOG_FILES = /design/flow/design.v
export SDC_FILE = /design/flow/constraint.sdc
export NUM_CORES = 4
export LEC_CHECK = 1
export CORE_AREA = 10 10 92 92
export DIE_AREA = 0 0 102 102
==> design/flow/constraint.sdc <==
current_design digital_safe_lock

set clk_period 2.3
set clk_io_pct 0.2

create_clock -name clk0 -period $clk_period [get_ports {clk}]

set non_clock_inputs [all_inputs -no_clocks]
set_input_delay [expr $clk_period * $clk_io_pct] -clock clk0 $non_clock_inputs
set_output_delay [expr $clk_period * $clk_io_pct] -clock clk0 [all_outputs]
==> metrics.cfg <==
[clocking]
clk_pin_slew_ps = 60
cts.repair.resized = 0
numCtsBuffers = 3
cts_setup_buffers = 0
cts_buffer_depth = 2
tritoncts = built
ctsHoldBuffers = 0
clock_latency_ps = 240
cts-root-buf = clkbuf_8
htreeDepth = 1

[detailed_routing]
drt-total-wl_um = 1725
via_count = 703
drc = 0
final_antenna_net_count = 0
dr.pass1.iters = 4
drt_iter0_drc = 11
routed_via_density = 3.605
wl_per_cell_um = 8.846
insertedDiodeCount = 0

[grt]
globalRouteMet1Util_pct = 4.738
antenna_found_initial = 0
grt_overflow_total = 0
grt_max_degree = 13
grt_usage_pct = 3.468
met2_usage_pct = 5.333
grt_pass1_vias = 693
grtUsageMet3_pct = 1.363
grt_pass1_wl_um = 3049
grt-busiest-layer = met2

[setup_path]
crit_arrival_ps = 1460
path_buffers = 0
critPathMaxStageDelay_ps = 380
cp-end-kind = flop
crit_path_cell_trace = ha_1 -> nand4_1 -> nor3_1 -> xnor2_1
critPathTopFamily = simple AND/OR/NAND/NOR gates
crit_fanout = 4
path_class = flop to flop
critPathRequiredTime_ps = 2480
slowest_stage = dfxtp_1
crit_path_start_kind = flop

[synthesis]
ys_seq_share_pct = 49.58
ys_cells = 107
yosys_warnings = 1
syn_area_sq_um = 1032
yosys_area_sq_um = 1032
async_reset_ff_share_pct = 25.00
enable_flop_cells = 0
yosys.cell_types.count = 23
ys_sh_xor_pct = 11.88
simple_gate_area_share_pct = 22.30
synthTopLogicFamily = simple AND/OR/NAND/NOR gates
aoi_share_pct = 7.758
synth-main-ff-cell = dfxtp_1
syn_area_per_cell_sq_um = 9.647
ys.flops = 24
mux_share_pct = 0
fa_ha_area_share_pct = 1.212
syn_inst = 107

[layout]
drive_above_1_share_pct = 8.475
areaGrowthSynthToFinish_pct = 21.70
instances_no_fill = 195
nFillCells = 704
logic_area_sq_um = 464.2
regArea_sq_um = 511.7

[sta]
fin_skew_ps = 0.9506
hold_violations = 0
grt_setup_unrepaired = false
period_used_pct = 55.77
untimed_endpoints = 16
setup_violations = 0
unclocked_pins = 8
period_minus_slack_ps = 1283
drv_slew = 0
fmax_mhz = 779.6
tns_ps = 0

[floorplanning]
die_area_sq_um = 10400
die-width_um = 102
die.size.y_um = 102
ioPinCount = 17
core_sq_um = 6459
fp_util_pct = 15.98
rows = 29

[placement]
gp_congestion = 0.8281
io_buffers = 11
dp_hpwl_um = 1312
post-place-cells = 191

[pwr]
p_leak_nw = 0.5189
cellPowerDensity_nw_per_um2 = 422.8
ir_drop_mv = 0.4944

[hold_path]
min_path_type = flop to flop

[run_status]
outcome = complete, no violations

[flow_run]
max_cap_violations = 0
log.warning_count = 25

logic make-up after synthesis:
logic type,Yosys count
AOI/OAI and AO/OA,12
xor gates and xnor gates,14
adders and majority gates,1
buffers and inverters,12
DFF,24
other,2
and+or+nand+nor,42
routing by layer:
metal / vias to the layer above / share of wire, %
met4: 0 / 0.58
li1: 370 / -
met1: 314 / 52
met2: 17 / 38
met5: - / 0
met3: 2 / 9.4
cell usage after synthesis (4+ instances only):
master     n  area share, %
dfxtp_1   18             35
nor2_1     7            2.5
xor2_1    10            8.5
nand3_1    5            2.4
inv_1      5            1.8
buf_4      6            4.4
nand2_1   13            4.7
o21ai_0    6            2.9
dfrtp_1    5             12
nand2b_1   4            2.4
xnor2_1    4            3.4
nor3_1     6            2.9
cell usage in the layout (no fill, tap or decap), types with 3 or more instances in the layout:
master | netlist | final
clkbuf_8 | 0 | 4
clkdlybuf4s50_1 | 0 | 11
conb_1 | 2 | 5
dfrtp_1 | 5 | 5
dfxtp_1 | 18 | 18
inv_1 | 5 | 5
nand2_1 | 13 | 13
nand2b_1 | 4 | 4
nand3_1 | 5 | 5
nor2_1 | 7 | 7
nor3_1 | 6 | 6
nor4_2 | 3 | 3
o21ai_0 | 6 | 6
xnor2_1 | 4 | 4
xor2_1 | 10 | 10
state kept, by name, indices dropped and copies added, names as in the netlist, named ones only:
register	cells
state	5
clkdiv	16
enter_dd	1
enter_d	1
stage by stage:
stage	total power [mW]	utilization, %	hold slack, ps	worst slack [ps]	instance area [sq um]
2_1_floorplan	0.2925	-	392.9	1139	1044
3_3_place_gp	0.2943	18.60	403.3	1084	1201
3_5_place_dp	0.2941	18.60	409.8	1046	1201
4_1_cts	0.5357	19.45	421.7	1009	1256
5_1_grt	0.5495	19.45	465.6	865.2	1256
6_report	0.5312	19.45	419.6	1017	1256
worst reg2reg max path, delay by kind of cell (launching register included):
family	cells	cell delay, ps
simple gates	2	440
flops	1	380
fa+ha+maj	1	250
xor+xnor	1	140
power breakdown:
group	total (mW)	internal, mW	switching, mW
clock	0.244	0.152	0.0921
combinational	0.0101	0.00547	0.00464
sequential	0.277	0.277	0
path summary, 6_finish.rpt:
path                 to  slack, ps  cells past startpoint       from
max          clkdiv[12]       1020                      4  clkdiv[0]
min           clkdiv[0]        420                      1  clkdiv[0]
max reg2reg  clkdiv[12]       1020                      4  clkdiv[0]
min reg2reg   clkdiv[0]        420                      1  clkdiv[0]
cell type report:
cell class / count / share of cell area (%)
Sequential cell: 24 / 40.74
Tap cell: 77 / 7.669
Multi-Input combinational cell: 74 / 36.95
Clock buffer: 4 / 4.382
Timing Repair Buffer: 11 / 8.765
Inverter: 5 / 1.494
Power is estimated from default activity; no workload was simulated.
